[flow/design.v]
`default_nettype none
module controller 
#(
    parameter ADDRESS_BITS = 14,
    parameter UNIT_COUNTS_US = 10,
    parameter CLK_MHZ = 8
)
(
    input   bit  clock_in,       
    input   bit  reset_in,       
    input   bit  startn_in,      
    input   bit [7:0] data_in,
    output  bit [ADDRESS_BITS-1:0] address_out,
    output  bit pwm_out,         
    output  bit  busy_out,       
    output  bit  fail_out        
);
localparam HEADER_BYTES = 3;
localparam HEADER_FREQUENCY_INDEX = 2;
localparam HEADER_CHIRPS_INDEX = 1;
localparam HEADER_COMPRESSION_INDEX = 0;
localparam TIMING_BYTES = 2;
typedef enum {S_RESET, S_IDLE, S_FAIL, S_READ_HEADER, S_READ_INDEX, S_READ_CARRIER_ON, S_CARRIER_ON, S_READ_CARRIER_OFF, S_CARRIER_OFF} e_state;
e_state state_r;
reg [7:0] header_r [HEADER_BYTES-1:0];
wire [7:0] frequency;
wire [7:0] chirps_num;
wire [4:0] delays_num;
wire [4:0] words_num;
wire [2:0] index_bits_num;
assign frequency = header_r[HEADER_FREQUENCY_INDEX];
assign chirps_num = header_r[HEADER_CHIRPS_INDEX];
assign words_num = header_r[HEADER_COMPRESSION_INDEX][4:0];
assign index_bits_num = header_r[HEADER_COMPRESSION_INDEX][2:0];
reg [1:0] byte_counter_r;
reg [ADDRESS_BITS-1:0] gen_address_r;
reg [ADDRESS_BITS-1:0] timing_address_r;
reg [7:0] index_byte_r;
reg [2:0] index_offset_r;
reg [1:0] index_rem_bits_r;
wire [2:0] delay_index;
reg [15:0] delay_on_off_r;
always @(*) begin
    case (index_bits_num) 
        4: begin
            case (index_offset_r) 
                0:  begin delay_index <= index_byte_r[7:4]; end
                4:  begin delay_index <= index_byte_r[3:0]; end
            endcase
        end
        3: begin
            case (index_offset_r)
                0:  begin delay_index <= index_byte_r[7:5]; end
                1:  begin delay_index <= index_byte_r[6:4]; end
                2:  begin delay_index <= index_byte_r[5:3]; end
                3:  begin delay_index <= index_byte_r[4:2]; end
                4:  begin delay_index <= index_byte_r[3:1]; end
                5:  begin delay_index <= index_byte_r[2:0]; end
                6:  begin delay_index <= {index_rem_bits_r[0], index_byte_r[6:5]}; end
                7:  begin delay_index <= {index_rem_bits_r[1:0], index_byte_r[5]}; end
            endcase
        end
        2: begin
            case (index_offset_r) 
                0:  begin delay_index <= index_byte_r[7:6]; end
                2:  begin delay_index <= index_byte_r[5:4]; end
                4:  begin delay_index <= index_byte_r[3:2]; end
                6:  begin delay_index <= index_byte_r[1:0]; end
            endcase
        end
    endcase
end
wire enable_pwm_out;
wire update_pwm_value;
pwm_generator pwm(
    .clock_in(clock_in),             
    .reset_in(reset_in),             
    .enable_in(enable_pwm_out),      
    .compare_value_in(frequency),    
    .update_comp_value_in(update_pwm_value),           
    .pwm_out(pwm_out)                
);
wire enable_delay;
wire update_delay_value;
wire delay_active;
delay_timer timer(
    .clock_in(clock_in),             
    .reset_in(reset_in),             
    .enable_in(enable_delay),        
    .delay_in(delay_on_off_r),               
    .update_delay_in(update_delay_value),    
    .busy_out(delay_active)          
);
always @(posedge clock_in) begin
    if (reset_in) begin
        state_r <= S_RESET;
        gen_address_r <= 0;
        timing_address_r <= 0;
        byte_counter_r <= HEADER_BYTES - 1;
        index_byte_r <= 0;
    end else begin
        case (state_r)
            S_RESET: begin
                state_r <= S_IDLE;
                gen_address_r <= 0;
                timing_address_r <= 0;
                byte_counter_r <= HEADER_BYTES - 1;
                index_byte_r <= 0;
            end
            S_IDLE: begin
                if (!startn_in) begin
                    state_r <= S_READ_HEADER;
                    gen_address_r <= 0;
                    timing_address_r <= 0;
                    byte_counter_r <= HEADER_BYTES - 1;
                    index_byte_r <= 0;
                end
            end
            S_FAIL: begin
                if (!startn_in || reset_in) begin
                    state_r <= S_IDLE;
                end
            end
            S_READ_HEADER: begin
                header_r[gen_address_r] <= data_in;
                if (byte_counter_r == 0) begin
                    byte_counter_r <= 0;
                    timing_address_r <= gen_address_r + 1;
                    gen_address_r <= gen_address_r + 1 + {2'b00, data_in[7:3], 0};
                    index_offset_r <= 0;
                    state_r <= S_READ_INDEX;
                end else begin
                    byte_counter_r = byte_counter_r - 1;
                    gen_address_r <= gen_address_r + 1;
                end
            end
            S_READ_INDEX: begin
                index_byte_r <= data_in;
                byte_counter_r <= TIMING_BYTES - 1;  
            end
            S_READ_CARRIER_ON: begin
                if (byte_counter_r == 0) begin
                    delay_on_off_r[7:0] <= data_in;
                    state_r <= S_CARRIER_ON;
                end else begin
                    delay_on_off_r[15:8] <= data_in;
                    byte_counter_r <= byte_counter_r - 1;
                end
            end
            S_CARRIER_ON: begin
                if (!delay_active) begin
                    byte_counter_r <= TIMING_BYTES - 1;
                    state_r <= S_READ_CARRIER_OFF;
                end
            end
            S_READ_CARRIER_OFF: begin
                if (byte_counter_r == 0) begin
                    delay_on_off_r[7:0] <= data_in;
                    state_r <= S_CARRIER_OFF;
                end else begin
                    delay_on_off_r[15:8] <= data_in;
                    byte_counter_r <= byte_counter_r - 1;
                end
            end
            S_CARRIER_OFF: begin
                if (!delay_active) begin
                    state_r <= S_READ_INDEX;
                    index_offset_r <= index_offset_r + 3;  
                end
            end
        endcase
    end
end
always @(*) begin
    if (state_r == S_READ_CARRIER_ON) begin
        address_out <= timing_address_r + {delay_index, 0, byte_counter_r[0]};
    end else if (state_r == S_CARRIER_OFF) begin
        address_out <= timing_address_r + {delay_index, 1, byte_counter_r[0]};
    end else begin
        address_out <= gen_address_r;
    end
end
assign update_pwm_value = (state_r == S_READ_CARRIER_ON) && (byte_counter_r == 0);
assign enable_pwm_out = (state_r == S_CARRIER_ON) && (frequency != 0);
assign update_delay_value = ((state_r == S_READ_CARRIER_ON) || (state_r == S_READ_CARRIER_OFF)) 
                            && (byte_counter_r == 0);
assign enable_delay = (state_r == S_CARRIER_ON) || (state_r == S_CARRIER_OFF);
assign busy_out = (state_r != S_IDLE);
assign fail_out = (state_r == S_FAIL);
endmodule
`default_nettype none
module delay_timer 
#(
    parameter WIDTH = 16,
    parameter UNIT_COUNTS_US = 10,
    parameter CLK_MHZ = 8
)
(
    input   bit  clock_in,       
    input   bit  reset_in,       
    input   bit  enable_in,      
    input   bit  [WIDTH-1:0] delay_in,    
    input   bit  update_delay_in,         
    output  bit  busy_out        
);
localparam COUNTS_PER_UNIT = CLK_MHZ * UNIT_COUNTS_US;
localparam UNIT_COUNTER_WIDTH = $clog2(COUNTS_PER_UNIT+1);
reg [WIDTH-1:0] delay_r;
reg [UNIT_COUNTER_WIDTH-1:0] unit_counter_r;
assign busy_out = (delay_r != 0) && enable_in;
always @(posedge clock_in) begin
    if (reset_in) begin
        delay_r <= 0;
        unit_counter_r <= COUNTS_PER_UNIT;
    end else if (busy_out) begin
        if (unit_counter_r != 0) begin
            unit_counter_r <= unit_counter_r - 1;
        end else begin
            if (delay_r != 0) begin
                delay_r <= delay_r - 1;
            end
            unit_counter_r <= COUNTS_PER_UNIT;
        end
    end else if (update_delay_in) begin
        delay_r <= delay_in;
        unit_counter_r <= COUNTS_PER_UNIT;
    end
end
endmodule
`default_nettype none
module pwm_generator 
#(
    parameter WIDTH = 8
)
(
    input   bit  clock_in,       
    input   bit  reset_in,       
    input   bit  enable_in,      
    input   bit  [WIDTH-1:0] compare_value_in,    
    input   bit  update_comp_value_in,            
    output  reg  pwm_out         
);
reg [WIDTH-1:0] counter_r;
reg [WIDTH-1:0] ocr_r;
always @(posedge clock_in) begin
    if (reset_in) begin
        counter_r <= 0;
        ocr_r <= 0;
        pwm_out <= 0;
    end else if (enable_in) begin
        if (counter_r == ocr_r) begin
            pwm_out <= ~pwm_out;
            counter_r <= 0;
        end else begin
            counter_r <= counter_r + 1;
        end
    end else if (update_comp_value_in) begin
        ocr_r <= compare_value_in;
        counter_r <= 0;
    end
end
endmodule
[flow/run.sh]
#!/bin/bash
# OpenROAD 26Q1-2900-gdf79404cd8, Yosys 0.63+post, stock flow scripts
make -C /OpenROAD-flow-scripts/flow DESIGN_CONFIG=/design/flow/config.mk WORK_HOME=/design/flow/orfs finish
[flow/config.mk]
export PLATFORM = sky130hd
export DESIGN_NAME = controller
export DESIGN_NICKNAME = controller
export VERILOG_FILES = /design/flow/design.v
export SDC_FILE = /design/flow/constraint.sdc
export NUM_CORES = 4
export LEC_CHECK = 1
export CORE_UTILIZATION = 50
[flow/constraint.sdc]
current_design controller

set clk_period 10.7
set clk_io_pct 0.2

create_clock -name clk0 -period $clk_period [get_ports {clock_in}]

set non_clock_inputs [all_inputs -no_clocks]
set_input_delay [expr $clk_period * $clk_io_pct] -clock clk0 $non_clock_inputs
set_output_delay [expr $clk_period * $clk_io_pct] -clock clk0 [all_outputs]
==> summary.txt <==
Implementation results are summarized by area below.

Run status
The run finished with clean final reports.

GRT
The first-pass GRT wire length is 18.6 mm. The initial antenna violation count is 0. The final global-route overflow total is 0. In the global route stage, overall resource usage came out at 0.247.

The largest net degree at the start of global routing is 58. The number of global-route vias before repair is 3748.

Power
Cell internal power was estimated by the tool at 487 µW. The combinational power share is 0.048. The share of total power dissipated in the clock network is 0.390. The power density over the cells is 121 mW/mm². The sequential fraction of design power is 0.562. Per the power-grid run, VDD falls by no more than 0.0000739 V. The leakage power figure is 1.83 nW. The switching power as a share of total power is 0.249.

The switching power of the nets is 161 µW.

Floorplanning
Per the OpenROAD floorplan log, the width of the die is 99.7 µm. In this run the count of I/O pins placed on the die edge is 28. The height of the die is 99.7 µm. The core region is 0.00924 mm².

For this configuration, the core starts out at a cell density of 0.517. The area of the chip is 0.00995 mm². According to the floorplan log, the row count is 35.

Worst setup path
The path depth of the worst reg2reg path is 9. The critical path data required time is 8.56 ns. Setup slack on the worst reg-to-reg path comes out at 7.85 ns. The worst setup path is launched from a register. The capture point of the worst register-to-register path is recorded as timer.delay_r[8]. The maximum fanout along the worst path is 5. The type of the worst setup path is reg2out. The arrival time of data at the worst endpoint is listed as 2.69 ns. The category of the worst setup path capture point is an output pin. The launch instance of the worst register-to-register path is timer.delay_r[0].

Timing
The accumulated negative setup slack is 0 ns. The final number of hold-violating endpoints is 0. The final count of pins violating max slew is 0. The tightest slew margin relative to the limit is 0.474. The achievable frequency is 207 MHz. For this run, the final setup violation count is recorded as 0. The final critical delay including setup and external delays is 4.83 ns.

In the finished design, the share of the clock period the worst path needs comes to 0.451. The actual transition at the worst max-transition pin is 0.782 ns. The worst setup skew after layout is 0.0162 ns. Setup repair after global routing left no endpoint under its margin.

Place
Per the placement report, the placed cell count is 683. The detailed-placement wirelength estimate is 7.66 mm. In this run the tool buffered the top-level ports with 26 buffer cells. The routability congestion estimate from global placement is 0.947.

Yosys
The most instantiated flip-flop cell in the synthesis netlist is dfxtp_1. In this run, distinct cell masters in the synthesized netlist total 62. The share of the Yosys chip area taken by registers is 0.440. Yosys mapped a number of flops with a built-in enable equal to 24. The synthesized chip area reported by yosys is 0.00478 mm². The synthesis log from Yosys contains 19 warnings. Synthesis inferred 93 register bits. Per the Yosys statistics, synthesis produced 549 cells.

Summing every instance area after synthesis gives 0.00478 mm². For reference, the post-synthesis area per instance comes to 8.70 µm². Counting every instance in the synthesized netlist gives 549.

For this run, asynchronously set or reset flops after synthesis account for 0.

Clock tree
In this run, post-CTS repair resized a total of 0 instances. The clock buffer count from CTS is 9. The total clock sinks is 93. Looking at the post-CTS report, the setup buffer insertion count equals 0.

The TritonCTS clock tree is built. Per the skew report, the later register of the worst-skew pair sees a clock latency of 0.37 ns. In the CTS report, the clock slew at the register clock pins of the worst setup and hold paths is listed as 0.10 ns.

The number of hold buffers added after cts is 0. The H-tree was split into 3 levels. The CTS root buffer is clkbuf_8. The buffer levels on the longest clock path is 2.

Cells and area
Per the cell usage report, the commonest logic cell in the layout is dfxtp_1. The fill cell total of the finished layout is 810. Of the cells placed in the final design, the portion with a size suffix greater than 1 is 0.0754.

The final report lists a non-filler cell total of 699. The most common logic cells in the final layout are dfxtp_1 (69), nor2_1 (58), a21oi_1 (57). The area overhead of the layout relative to synthesis is 12.1%.

Routing
For this run, the script counts the antenna cells in the layout as 0. For this run, design rule violations remaining after detail routing come to 0. The overall routed net length is 11.1 mm.

In this run, the number of DRC markers left after iteration 0 of detailed routing was 184. The number of nets with antenna violations after routing is 0. The routed design shows a wire length per standard cell of 15.9 µm. According to the report, the first pass of detailed routing completed in 4 iterations.

Per the detail_route report, vias per standard cell equal 5.84. The number of vias after detailed routing is 4080.

Worst hold path
The endpoint of the worst hold path is reported as timer.unit_counter_r[0]. The launch point of the worst min-delay path is recorded as timer.unit_counter_r[0]. The class of the tightest hold or removal check is reg2reg.

Counting instances, the worst hold path has a depth of 2.

Flow run
The reported max-cap violation count is 0. The number of warning messages in the logs is 30.
## area by class of cell
| class | instances | area (µm²) | area share |
|---|---|---|---|
| Inverter | 20 | 75.1 | 0.0140 |
| Multi-Input combinational cell | 404 | 2460 | 0.460 |
| Timing Repair Buffer | 37 | 338 | 0.0631 |
| Sequential cell | 93 | 2100 | 0.393 |
| Clock buffer | 9 | 124 | 0.0231 |
| Clock inverter | 7 | 90.1 | 0.0168 |
| Tap cell | 129 | 161 | 0.0301 |
## power by group through the flow
stage	Sequential, mW	Clock, mW	Combinational [mW]
finish	0.364	0.253	0.0312
CTS	0.364	0.258	0.0315
global route	0.364	0.276	0.0347
## how the worst max path moves through the flow
stage                     start         endpoint  slack [ns]
finish        byte_counter_r[0]  address_out[10]        5.87
global route  byte_counter_r[0]  address_out[10]        5.67
CTS           byte_counter_r[0]  address_out[10]        5.84
## kinds of logic (layout without fill, tap and decap cells)
logic type | count (synthesis) | after routing | synth area share
xor gates and xnor gates | 31 | 31 | 0.0569
adders and majority gates | 12 | 12 | 0.0314
AOI/OAI and AO/OA | 137 | 137 | 0.185
other | 1 | 1 | 0.000785
and+or+nand+nor | 219 | 219 | 0.230
muxes | 4 | 4 | 0.00891
DFF | 93 | 93 | 0.440
buffers and inverters | 52 | 73 | 0.0466
## routing by layer
layer	track usage	part of all wire
met5	0	0
met3	0.0572	0.055
met2	0.350	0.44
met4	0.0735	0.031
met1	0.394	0.47
## flip-flops by register name, summed over array words and instances, names as in the netlist
| register | flops |
|---|---|
| byte_counter_r | 2 |
| delay_on_off_r | 16 |
| gen_address_r | 14 |
| header_r | 8 |
| pwm.counter_r | 8 |
| pwm.pwm_out | 1 |
| state_r | 7 |
| timer.delay_r | 16 |
| timer.unit_counter_r | 7 |
| timing_address_r | 14 |
## worst max-delay path, stage by stage, from the launching register on
cell,delay [ns]
dfxtp_1,0.42
ha_1,0.22
inv_1,0.05
ha_1,0.22
nor3_1,0.48
nand3_1,0.17
xor2_1,0.18
a21oi_1,0.14
clkdlybuf4s50_1,0.46
## synth_stat cells (all sizes together) (4+ instances only)
master / count / area [µm²]
a22oi: 11 / 82.6
o311ai: 6 / 52.6
nor4: 10 / 75.1
xnor2: 14 / 123
nand3: 45 / 225
nor3: 13 / 65.1
nand2: 41 / 154
a21oi: 57 / 285
or4: 8 / 67.6
or3: 4 / 25.0
o21ai: 18 / 109
nand3b: 4 / 30.0
nor2b: 4 / 25.0
and3: 7 / 43.8
nand4: 9 / 56.3
ha: 12 / 150
inv: 19 / 71.3
o211ai: 6 / 50.1
clkbuf: 21 / 78.8
nand2b: 4 / 25.0
dfxtp: 69 / 1380
buf: 11 / 68.8
o221ai: 5 / 43.8
xor2: 17 / 149
a31oi: 7 / 43.8
nor2: 58 / 218
a21o: 4 / 30.0
edfxtp: 24 / 721
## per-stage QoR
stage	area, µm²	hold slack (ns)	setup slack [ns]	util	power [mW]
6_report	5350	0.483	5.87	0.579	0.648
5_1_grt	5350	0.503	5.67	0.579	0.675
4_1_cts	5350	0.488	5.84	0.579	0.654
3_5_place_dp	5140	0.474	6.25	0.556	0.403
3_3_place_gp	5140	0.462	6.26	0.556	0.403
2_1_floorplan	4780	0.452	7.02	-	0.390
Power figures rest on the tool's default switching activity, not on a simulated workload.
